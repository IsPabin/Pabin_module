`flow/design.v`:
```
module ab_itpl 
#(
    parameter KEEP=1
)(
    input clk,           
    input check,         
    output reg pulse     
);
reg lock=0; 
reg [6:0]out_ctr; 
reg en;  
always@(*)  pulse = (|out_ctr)&&(~lock);     
always@(posedge clk )                            
    begin
        if(!check)                               
                begin
                    out_ctr =0;
                    en = 1;                      
                end
        else                                     
            begin
                if(en)                           
                    begin
                        en<=0;                   
                        if(KEEP==0)
                        begin
                            out_ctr = 1;         
                        end
                        else
                            out_ctr <= KEEP;     
                    end
                else if(out_ctr<=0)
                    begin
                        out_ctr<=0;              
                    end
                else
                    begin
                        if(KEEP==0)    lock = 1; 
                        else        lock = 0;
                        out_ctr <= out_ctr-1;    
                    end
            end
end
endmodule
```
`flow/run.sh`:
```
#!/bin/bash
# OpenROAD 26Q1-2900-gdf79404cd8, Yosys 0.63+post, stock flow scripts
make -C /OpenROAD-flow-scripts/flow DESIGN_CONFIG=/design/flow/config.mk WORK_HOME=/design/flow/orfs finish
```
`flow/config.mk`:
```
export PLATFORM = sky130hd
export DESIGN_NAME = ab_itpl
export DESIGN_NICKNAME = ab_itpl
export VERILOG_FILES = /design/flow/design.v
export SDC_FILE = /design/flow/constraint.sdc
export NUM_CORES = 4
export LEC_CHECK = 1
export CORE_AREA = 10 10 70 70
export DIE_AREA = 0 0 80 80
```
`flow/constraint.sdc`:
```
current_design ab_itpl

set clk_period 2.2
set clk_io_pct 0.2

create_clock -name clk0 -period $clk_period [get_ports {clk}]

set non_clock_inputs [all_inputs -no_clocks]
set_input_delay [expr $clk_period * $clk_io_pct] -clock clk0 $non_clock_inputs
set_output_delay [expr $clk_period * $clk_io_pct] -clock clk0 [all_outputs]
```
==> notes.md <==
fresh numbers from the pnr run: # hold bufs at CTS=0, final hold vios=0, fmax=491 MHz, Final setup viols=0, Total Wirelength=598 um, post-cts resize count=0, Post-Synthesis Cells=37, CTS max path bufs=2, register share after synthesis=46.4%, first-pass GRT wire length=1090 um, grt total ovfl=0, DP Wirelength=460 um, FILL cells=398, port bufs=2, yosys cell count=37, critical path type=reg -> out, Synth flops=8, final hold slack=0.483 ns, worst slew pin tran=0.332 ns, IO Count=3, DR iter-0 viols=7, Design Area, Final=453 um^2, pwr/cell area=853 nW/um^2, Hold Path Class=reg -> reg, Slew HR=77.6%, leak pwr=0.171 nW, antenna viol nets, final=0, Worst EP arrival=1.60 ns, clock skew=0.00285 ns, status=complete, no violations, initial antenna violation count=0, Worst VDD drop=0.120 mV, Syn. warnings=1, Distinct cells, synth=18, DRC errors left=0, routability-driven placement congestion ratio=0.746, RSZ-0062 raised after global routing=false, synthesized area=345 um^2, CP startpoint=out_ctr[0], number of CTS-inserted buffers=3, CP required=1.76 ns, number of warning messages in the logs=26, Placeable Area=3420 um^2, final slew viol count=0, Row Count=21, chip area=6400 um^2, vias per std cell=3.09, hold_sp=out_ctr[6], share of the synthesized area in the top cell type=46.4%, share of cells above drive strength 1=11.6%, Area Growth Syn to Fin=31.2%, setup TNS=0 ns, # Post-CTS Setup Buffers=0, clk slew on worst S/H paths=0.05 ns, Tot GR Track Use=2.04%, drt pass-1 iters=4, startpoint types=flip-flop, MaxCap Viol Count=0, Avg Inst Size Synth=9.33 um^2, number of global-route vias before repair=282, clk sinks=8, fin cells=89, H-tree level count=1, Placed Cells=86, Worst R2R Start=out_ctr[0], die width=80 um, via count=275, Critical Path Fanout Max=4, Top cells by area=dfxtp_1 (46%), ha_1 (7.2%), xnor2_1 (5.1%), post-layout period usage=92.5%, Power, Total=0.386 mW, Area after DPL=430 um^2, Crit. End Element=output port, cell type with the largest total area=dfxtp_1, clock latency at the later pin of the worst-skew pair=0.25 ns, Vert. Die Dim=80 um, pin count of the biggest net entering global routing=6, CTS root buf=clkbuf_4, synthesis area per yosys=345 um^2, ANT cells=0, Final Critical Period=2.04 ns, Wirelength per Cell=6.72 um, CTS tree=yes, Core Util at FP=10.1%
per-layer routing:
metal	wire (um)	GRT usage (%)	share of wire (%)	vias to the layer above
met4	10	0.704	1.7	0
met5	0	0	0	-
met3	43	1.14	7.2	2
met1	286	2.34	48	127
li1	-	-	-	140
met2	258	3.13	43	6
registers in the layout (all words and copies together) (netlist names):
signal   cells
en           1
out_ctr      7
worst paths after layout:
check	endpoint	slack [ns]	cells after the start
worst max-delay path	pulse	0.16	5
worst min-delay path	out_ctr[6]	0.48	2
worst max register to register	out_ctr[5]	0.74	3
worst min register to register	out_ctr[6]	0.48	2
synthesized netlist by cell type:
master	instances
dfxtp_1	8
nand2_1	4
nor2_1	4
inv_1	3
a21oi_1	2
ha_1	2
nor2b_1	2
xnor2_1	2
a211o_1	1
a21boi_1	1
mux2i_1	1
nor3b_1	1
nor4_1	1
o21a_1	1
o21ai_0	1
o31ai_1	1
or4_1	1
or4_4	1
metrics by stage:
step | util [%] | setup WS, ns
5_1_grt | 13.3 | 0.0686
3_5_place_dp | 12.6 | 0.409
6_report | 13.3 | 0.165
4_1_cts | 13.3 | 0.144
3_3_place_gp | 12.6 | 0.428
2_1_floorplan | - | 0.789
critical path, cell delays in order, from the launching register on:
cell and delay, ns:
dfxtp_1 0.37, inv_1 0.08, ha_1 0.21, nor2b_1 0.16, nand2_1 0.07, clkdlybuf4s50_1 0.47
layout by cell type, fill, tap and decap left out, drive strengths merged, types with 2 or more instances in the layout:
| master | n |
|---|---|
| nor2 | 4 |
| clkbuf | 3 |
| nor2b | 2 |
| ha | 2 |
| a21oi | 2 |
| dfxtp | 8 |
| inv | 3 |
| xnor2 | 2 |
| or4 | 2 |
| nand2 | 4 |
| clkdlybuf4s50 | 2 |
final cells by class:
type | instances | area (um^2) | area share [%]
Sequential cell | 8 | 160 | 35.4
Tap cell | 46 | 57.6 | 12.7
Clock buffer | 3 | 22.5 | 4.97
Timing Repair Buffer | 3 | 27.5 | 6.08
Multi-Input combinational cell | 26 | 174 | 38.4
Inverter | 3 | 11.3 | 2.49
report_power, final:
part | switching [mW] | internal, mW
logic | 0.0444 | 0.0605
registers | 0.0138 | 0.160
clock network | 0.0456 | 0.0621
cells by family (layout without fill, tap and decap cells):
| kind of cell | after synthesis | count (layout) | share of synthesized area, % |
|---|---|---|---|
| adders and majority gates | 2 | 2 | 7.25 |
| DFF | 8 | 8 | 46.4 |
| AOI/OAI and AO/OA | 7 | 7 | 13.4 |
| muxes | 1 | 1 | 2.90 |
| and+or+nand+nor | 14 | 14 | 21.7 |
| buffers and inverters | 3 | 9 | 3.26 |
| xor gates and xnor gates | 2 | 2 | 5.07 |
Power and IR drop assume default switching activity.
